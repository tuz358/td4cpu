**design/flow/config.mk**
```make
export PLATFORM = sky130hd
export DESIGN_NAME = TD4run
export DESIGN_NICKNAME = TD4run
export VERILOG_FILES = /design/flow/design.v
export SDC_FILE = /design/flow/constraint.sdc
export NUM_CORES = 4
export LEC_CHECK = 1
export CORE_AREA = 10 10 104 104
export DIE_AREA = 0 0 114 114
export SYNTH_HDL_FRONTEND = slang
```
**design/flow/constraint.sdc**
```tcl
current_design TD4run

set clk_period 3.7
set clk_io_pct 0.2

create_clock -name clk0 -period $clk_period [get_ports {CLK}]

set non_clock_inputs [all_inputs -no_clocks]
set_input_delay [expr $clk_period * $clk_io_pct] -clock clk0 $non_clock_inputs
set_output_delay [expr $clk_period * $clk_io_pct] -clock clk0 [all_outputs]
```
**design/flow/design.v**
```verilog
module ALU(
    input wire [3:0] A,B_im,
    output wire [3:0] S,
    output C  
    );
    assign {C, S} = A + B_im;
endmodule
module ClockDivider(
    input wire [0:0] clk_in,
    output wire [0:0] clk_out
    );
  reg [25:0] cnt26 = 26'b0000_0000_0000_0000_0000_0000_00;
  always @( posedge clk_in ) cnt26 <= cnt26 + 1'b1;
  assign clk_out = cnt26[25];
endmodule
module Mux4(
    input [3:0] d0,d1,d2,d3,
    input [1:0] sel,
    output [3:0] y
    );
    assign y = sel[1] ? (sel[0] ? d3 : d2) : (sel[0] ? d1 : d0);
endmodule
module Decoder(
        input wire [3:0] opcode,
        input wire [0:0] C,  
        output wire [1:0] select,
        output wire [3:0] load
    );
    function [5:0] DECODE;
        input [3:0] opcode;
        input [0:0] C;  
    begin
        case(opcode)
            4'b0000:   DECODE = 6'b00_1110;  
            4'b0001:   DECODE = 6'b01_1110;  
            4'b0010:   DECODE = 6'b10_1110;  
            4'b0011:   DECODE = 6'b11_1110;  
            4'b0100:   DECODE = 6'b00_1101;  
            4'b0101:   DECODE = 6'b01_1101;  
            4'b0110:   DECODE = 6'b10_1101;  
            4'b0111:   DECODE = 6'b11_1101;  
            4'b1001:   DECODE = 6'b01_1011;  
            4'b1011:   DECODE = 6'b11_1011;  
            4'b1111:   DECODE = 6'b11_0111;  
            4'b1110:   DECODE = C ? 6'bXX_1111 : 6'b11_0111;  
        endcase
    end
    endfunction
    assign {select, load} = DECODE(opcode, C);
endmodule
module PC(
    input clk,
    input rst_n,
    input wire [3:0] in,
    input wire [0:0] load,
    output wire [3:0] out_addr
    );
    reg [3:0] cnt = 4'b0000;
    always @ (posedge clk or negedge rst_n) begin
        if (!rst_n) begin
            cnt <= 4'b0000;
        end
        else if (load == 0) begin
            cnt <= in;
        end
        else begin
            cnt <= cnt + 1'b1;
        end
    end
    assign out_addr = cnt;
endmodule
module POR(
    input clk,
    input rst_n,
    output rst_out
    );
    reg [7:0] dout8 = 8'b11111111;
    always @( posedge clk ) dout8 = {dout8[6:0], rst_n};
    assign rst_out = (dout8 == 8'b00000000);
endmodule
module Regfile(
    input wire clk,
    input wire rst_n,
    input wire [2:0] load,
    input wire [3:0] ia,ib,ic,
    input wire [0:0] Cin,
    output reg [3:0] ra,rb,rc,
    output reg [0:0] C  
    );
    always @( posedge clk ) begin
        ra <= rst_n ? (load[0] ? ra : ia) : 4'b0000;
        rb <= rst_n ? (load[1] ? rb : ib) : 4'b0000;
        rc <= rst_n ? (load[2] ? rc : ic) : 4'b0000;
        C  <= rst_n ? Cin : 1'b0;
    end
endmodule
module ROM(
    input wire [3:0] addr,
    output wire [7:0] data
    );
    reg [7:0] rom [0:15];  
    initial $readmemb("ramen_timer.txt", rom);
    assign data = rom[addr];
endmodule
module TD4core(
    input wire [0:0] clk, rst_n,
    input wire [3:0] indata,
    output wire [3:0] outdata
    );
    wire [3:0] reg_out_a, reg_out_b;
    wire [0:0] reg_out_c;
    wire [3:0] mux4_out;
    wire [3:0] alu_out_s;
    wire [0:0] alu_out_c;
    wire [3:0] pc_out;
    wire [7:0] rom_out;
    wire [1:0] dec_out_sel;
    wire [3:0] dec_out_load;
    PC pc(.clk(clk), .rst_n(rst_n), .in(alu_out_s), .load(dec_out_load[3]), .out_addr(pc_out));
    Regfile regfile(.clk(clk), .rst_n(rst_n), .load(dec_out_load[2:0]), .ia(alu_out_s), .ib(alu_out_s), .ic(alu_out_s), .Cin(alu_out_c), .ra(reg_out_a), .rb(reg_out_b), .rc(outdata), .C(reg_out_c));
    Mux4 mux4(.d0(reg_out_a), .d1(reg_out_b), .d2(indata), .d3(4'b0000), .sel(dec_out_sel), .y(mux4_out));
    Decoder decoder(.opcode(rom_out[7:4]), .C(reg_out_c), .select(dec_out_sel), .load(dec_out_load));
    ALU alu(.A(mux4_out), .B_im(rom_out[3:0]), .S(alu_out_s), .C(alu_out_c));
    ROM rom(.addr(pc_out), .data(rom_out));
endmodule
module TD4run(
    input wire [0:0] CLK, RST,
    input wire [3:0] SW,
    output wire [4:0] LED
    );
    wire [0:0] rst_sig, clk_out;
    ClockDivider clkdivider(.clk_in(CLK), .clk_out(clk_out));
    POR por(.clk(clk_out), .rst_n(RST), .rst_out(rst_sig));
    TD4core td4(.clk(clk_out), .rst_n(rst_sig), .indata(SW), .outdata(LED[3:0]));
    assign LED[4] = clk_out;
endmodule
```
**design/flow/run.sh**
```bash
#!/bin/bash
# OpenROAD 26Q1-2900-gdf79404cd8, Yosys 0.63+post, stock flow scripts
make -C /OpenROAD-flow-scripts/flow DESIGN_CONFIG=/design/flow/config.mk WORK_HOME=/design/flow/orfs finish
```
==> results.txt <==
Status of the implementation.

- The register ranked first by flip-flop count is clkdivider.cnt26, for reference.
- The total of hold buffers inserted after clock tree synthesis is 0, for reference.
- The area growth from synthesis to final layout is 16.57%, for reference.
- Per the detailed-route log, wirelength across all metal layers totals 1.441 mm.
- The first global-routing pass estimated about 2.6 mm of wire.
- The cell row count is 34, for reference.
- The average cell area after synthesis is 10.71 sq um, for reference.
- The fmax is about 540 MHz, for reference.
- The DRC violations left is 0, for reference.
- Setup repair after global routing left no endpoint under its margin.
- The total power density per cell area is 372.4 nW/um^2, for reference.
- The number of top-level design ports is 11, for reference.
- The total global-route track usage is 0.02269, for reference.
- The worst setup path is of the reg -> out kind.
- The via count of the first global-routing pass is 595.
- The number of max-capacitance violations reported is 0, for reference.
- The number of port buffers is 1, for reference.
- Using the TritonRoute via totals, the vias-per-cell ratio works out to approximately 3.0.
- The pre-antenna-repair detailed-routing pass consisted of 4 iterations.
- The transition time recorded at the tightest slew-check pin is 0.5061 ns.
- CTS saw 26 sinks.
- Buffers inserted during clock tree synthesis total 3.
- Per the CTS log, the maximum H-tree level is 1.
- The run finished with clean final reports.
- The cell count listed in synth_stat.txt is 98, for reference.
- The remaining antenna violation count is 0, for reference.
- The number of warnings issued by yosys is 0, for reference.
- The relative max-transition margin is 0.6598, for reference.
- The data required time reported for the critical path is 2.96 ns.
- Per the final timing report, the hold violations number 0.
- The layout report lists the combined flip-flop and latch area as 520.5 sq um.
- The register share after synthesis is 0.4958, for reference.
- The synthesis area per yosys is between 1000 and 1500 sq um, for reference.
- The number of storage elements in the synthesis netlist is 26, for reference.
- In this run the post-CTS setup repair buffer count came out at 0.
- The area of the core region is 8678 sq um, for reference.
- The number of gates resized after CTS was 0.
- For this configuration, the core starts out at a cell density of 0.1210.
- The average wire per cell in the routed design is 6.895 um, for reference.
- The register with the most flip-flops in the layout has 26 of them.
- The global route stage reports its total congestion overflow as 0.
- The largest voltage drop on the vdd net is between 200 and 250 uV, for reference.
- The vertical die dimension is 114 um, for reference.
- The clock insertion delay at the later pin of the skew report is between 0.2 and 0.3 ns, for reference.
- The final report gives the core utilization as 0.1410.
- The pin count of the biggest net entering global routing is 15, for reference.
- The final standard cell count with taps included and fillers excluded is 209, for reference.
- For flop-to-flop paths, the worst setup slack is 2.06 ns.
- The worst-path maximum fanout is 2, for reference.
- CTS placed an instance of clkbuf_8 at the clock tree root.
- The cell count after synthesis is around 100, for reference.
- The clock-pin transition on the worst setup and hold timing paths is 0.08 ns, for reference.
- The number of antenna violations at the first check in global routing is 0, for reference.
- The worst setup slack after layout is between 1.5 and 2 ns, for reference.
- The capture point of the critical path was reported as LED[4].
- The largest registers in the layout are clkdivider.cnt26: 26 flops.
- The final clock skew is roughly 0.0031 ns, for reference.
- The final non-filler cell area is ~1200 sq um, for reference.
- For this run the detailed placement stage logged an HPWL of 1.050 mm.
- After floorplanning, the die was sized to cover 13,000 sq um.
- The final critical-path required period is approximately 1.8 ns, for reference.
- The total setup violations reported at the end of the flow is 0, for reference.
- Synthesis instantiated 19 different standard cells from the library.
- The worst-case setup slack after placement is 2.058 ns, for reference.
- In the finished design, the share of the clock period the worst path needs comes to 0.5000.
- The maximum buffer depth of the clock tree is 2, for reference.
- The most critical setup path has its startpoint at clkdivider.cnt26[25].
- The final weighted congestion in routability-driven placement is 0.7845, for reference.
- The layout summary lists the proportion of cells stronger than drive strength 1 as 0.07921.
- The final-report max-slew violation count is 0, for reference.
- Before any placement, the netlist area is recorded as 1050 sq um.
- The repair_antennas step left the layout with diodes totalling 0.
- Once placement finished, the instance area stood at between 1000 and 1500 sq um.
- The setup total negative slack is 0 ns, for reference.
- The top cell family by delay on the critical path is buffers and inverters, for reference.
- Per STA, the worst path is made up of clkdlybuf4s50_1.
- The endpoint of the worst register-to-register path is clkdivider.cnt26[24], for reference.
- The number of DRC violations after detailed-routing iteration 0 is 11, for reference.
- The primary flip-flop cell chosen by synthesis mapping is dfxtp_1, for reference.
- The worst reg2reg path startpoint is clkdivider.cnt26[0], for reference.
- The worst setup path is launched from a flip-flop.
- The routed layout has slightly above 600 vias.
- The total area of multi-input combinational cells is a little under 500 sq um, for reference.
- The total placed cells including tap cells is 205, for reference.
- Yosys mapped a number of flops with a built-in enable equal to 0.
- The count of buffering cells on the critical path with inverters included is 1, for reference.
- The logic depth of the worst path, buffers included is 1, for reference.
- The clock tree from TritonCTS is yes, for reference.
- Counting cells, the worst reg-to-reg path comes to 5.
- The tool warning count for the run is 30.
- The leakage power summed over all cells is 0.3923 nW, for reference.
- The largest stage delay on the critical path is approximately 0.50 ns, for reference.
- The class of the tightest hold or removal check is reg -> reg, for reference.
- The async set-reset flop share out of synthesis is 0, for reference.
- STA classifies the critical path endpoint as a primary output.
- The critical path's slowest cell is clkdlybuf4s50_1, for reference.
- The data arrival time reported for the critical path is around 1.1 ns.
- The die is 114 um wide.
- In the final layout, the fill cell count is 1,005.
==> metrics by stage <==
step / hold WS, ns / power [W]
finish: 0.4184 / 0.0004557
global route: 0.4436 / 0.0004767
floorplan: 0.3796 / 0.0002891
detailed placement: 0.3974 / 0.0002865
CTS: 0.4174 / 0.0004645
global placement: 0.3928 / 0.0002866
==> layer usage <==
layer  GRT usage  vias to the layer above  routed length [um]
met5           0                        -                   0
met4   0.0008354                        0                   0
met3    0.008506                        0                  62
met2     0.03493                        5                 546
met1     0.03128                      280                 833
li1            -                      338                   -
==> synthesized netlist by cell type, types with 2 or more instances <==
cell / number / area share
dfxtp_1: 26 / 0.50
nand2_1: 8 / 0.029
nand3_1: 7 / 0.033
xor2_1: 6 / 0.050
and3_1: 2 / 0.012
nand4_1: 8 / 0.048
buf_4: 5 / 0.036
and4_1: 4 / 0.033
nor2_1: 3 / 0.011
nor3_1: 2 / 0.0095
inv_1: 2 / 0.0072
xnor2_1: 18 / 0.15
==> worst min-delay path by stage <==
stage,startpoint,to,slack [ns],cells past startpoint
CTS,clkdivider.cnt26[0],clkdivider.cnt26[0],0.42,1
global route,clkdivider.cnt26[0],clkdivider.cnt26[0],0.44,1
finish,clkdivider.cnt26[0],clkdivider.cnt26[0],0.42,1
==> placed cells by master (no fill, tap or decap), types with 2 or more instances in the layout <==
master / n
and4_1: 4
nand3_1: 7
conb_1: 4
nor2_1: 3
nand4_1: 8
nor3_1: 2
xnor2_1: 18
xor2_1: 6
nand2_1: 8
inv_1: 2
dfxtp_1: 26
and3_1: 2
clkbuf_8: 4
==> area by class of cell <==
cell class              count  share of cell area
clock buffers               4             0.04499
inverters                   2            0.006135
multi-input cells          68              0.4049
flip-flops and latches     26              0.4254
well taps                 108              0.1104
repair buffers              1            0.008180
==> where the power goes <==
part | leakage, nW | switching (W) | internal (W)
sequential | 0.209 | 0 | 0.000279
clock | 0.0288 | 0.0000812 | 0.0000949
combinational | 0.154 | 0.000000193 | 0
==> logic make-up after synthesis <==
group / after synthesis / share of synthesized area
buf+inv: 7 / 0.04291
simple gates: 39 / 0.2455
other cells: 1 / 0.003572
xor+xnor: 24 / 0.2002
fa+ha+maj: 1 / 0.01192
flops: 26 / 0.4958
No activity file was given, so power comes from the tool's default toggle rates.
